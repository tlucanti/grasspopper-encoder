===== flow/run.sh =====
#!/bin/bash
# OpenROAD 26Q1-2900-gdf79404cd8, Yosys 0.63+post, stock flow scripts
make -C /OpenROAD-flow-scripts/flow DESIGN_CONFIG=/design/flow/config.mk WORK_HOME=/design/flow/orfs finish

===== flow/config.mk =====
export PLATFORM = sky130hd
export DESIGN_NAME = key_xor
export DESIGN_NICKNAME = key_xor
export VERILOG_FILES = /design/flow/design.v
export SDC_FILE = /design/flow/constraint.sdc
export NUM_CORES = 4
export LEC_CHECK = 1
export CORE_AREA = 10 10 131 131
export DIE_AREA = 0 0 141 141

===== flow/constraint.sdc =====
current_design key_xor

set clk_period 5.0
set clk_io_pct 0.2

create_clock -name clk0 -period $clk_period

set non_clock_inputs [all_inputs -no_clocks]
set_input_delay [expr $clk_period * $clk_io_pct] -clock clk0 $non_clock_inputs
set_output_delay [expr $clk_period * $clk_io_pct] -clock clk0 [all_outputs]

===== flow/design.v =====
`timescale 1ns / 1ps
module key_xor(stage_num, data_i, data_o);
input [3:0]     stage_num;
input [127:0]   data_i;
output [127:0] data_o;
assign data_o = key_switcher(stage_num, data_i);
function automatic [127:0] key_switcher;
    input   [7:0]   stage_num;
    input   [127:0] data;
    begin
        case (stage_num)
            4'h0: key_switcher = data ^ 256'hC7DB5C958C8807843A94F27C81B18E7A;
            4'h1: key_switcher = data ^ 256'h7E09FCD1B3315D0597CAB1BE78E69B9B;
            4'h2: key_switcher = data ^ 256'hB8E138A1509521DC9AAF044645FA8A7D;
            4'h3: key_switcher = data ^ 256'hF1C22EA0A81BEC652A4348F7C48F4A8C;
            4'h4: key_switcher = data ^ 256'h9A30FD14B4764A65373D4A526B66666A;
            4'h5: key_switcher = data ^ 256'hC35C1192F7061952D483C3C1F6B88B98;
            4'h6: key_switcher = data ^ 256'hC5ADF5A722F6A73AE03E86CAEADF2641;
            4'h7: key_switcher = data ^ 256'h18F3D7A3E4DE63A16541D103E786DB9C;
            4'h8: key_switcher = data ^ 256'h173D53BE74D68AE778E7994FD7FA5FD5;
            4'h9: key_switcher = data ^ 256'hDF8E42FDE9BFBA4D6E9B24E4A953F27F;
        endcase
    end
endfunction
endmodule

==> qor.yml <==
global_route:
  grt_max_degree: 38
  grtUsageMet3: 0.0402
  grt-ovfl-total: 0
  grtUsageTotal: 0.136
  antenna_found_initial: 1
  grt_pass1_wl_mm: 21.4
  grtUsageMet2: 0.234
  use_met1: 0.173
  top_usage_layer: "met2"
  grt_pass1_vias: 3479
critical_path:
  crit_path_end_kind: "output pin"
  crit_family: "buffers and inverters"
  critical_path_class: "input port to output pin"
  cp_slowest_cell: "clkdlybuf4s50_1"
  critPathMaxFanout: 22
  critPathRequiredTime_ns: 4.00
  crit_chain: "buf_2 -> buf_4 -> and2b_1 -> nor3_1 -> nor3_1 -> xnor2_1 -> clkdlybuf4s50_1"
  cp_data_arrival_time_ns: 3.14
  startpoint_type: "input port"
  crit_top_cell: "nor3_1"
  cpPeakStageDelay_ns: 0.50
  worstPathBufferInverterCount: 3
synth:
  synthDistinctLibCells: 46
  yosysWarnings: 1
  synth_chip_area_um2: 2340
  seq_area_frac_synth: 0
  post_synth.cell_area_avg_um2: 6.85
  yosysCellCount: 341
  synthesis.area_um2: 2340
  synth_cells: 341
detailed_routing:
  firstDrtPassIters: 4
  num_vias: 3177
  antenna_left: 0
  route.detailed.drc: 0
  drt_iter0_markers: 72
  vias_per_cell: 4.14
  wl_per_cell_um: 18.7
  drt-total-wl_mm: 14.4
  insertedDiodeCount: 0
timing:
  tns_ns: 0
  rsz0062_at_grt: "false"
  setup_slack_ns: 0.857
  setup_viol: 0
  hold-worst-slack_ns: 2.88
  fin_crit_ns: 4.14
  max_freq_ghz: 0.241
  finalMaxSlewViolations: 0
  worst_slew_pin_slew_ns: 0.774
  hold_violations: 0
  relSlewSlack: 0.482
  period_used_share: 0.829
power:
  p_clk_frac: 0
  p_int_uw: 390
  pwr-share-comb: 1.000
  p_per_area_nw_per_um2: 114
  power.total_uw: 577
  p_leak_uw: 0.00180
  p_seq_frac: 0
  switching_share: 0.323
  power.switching_uw: 186
  ir_drop_uv: 52.4
flow_run:
  log.warning_count: 32
  drv_cap: 0
floorplan:
  initial_core_util: 0.162
  die_y_um: 141
  pin_count: 260
  core-area_um2: 14400
  rows: 44
  die-area_um2: 19900
  die_w_um: 141
clocking:
  hold_buffers: 0
  postCtsSetupBuffers: 0
  cts_resized: 0
finish:
  n_sequential_cell: 0
  n_fill_cell: 1480
  seq_area_um2: 0
  nClkBuffers: 0
  drive_gt1_frac: 0.0514
  areaGrowthSynthToFinish_pct: 116
outcome:
  status: "completed"
placed_design:
  portBuffers: 260
  globalplace.congestion: 0.876
  pre_cts_ws_ns: 0.829
  dp_hpwl_mm: 12.6
min_path:
  hold_path_class: "input port to output pin"
[power by group through the flow]
stage	combinational, uW	clock (uW)	sequential, uW
6_report	577	0	0
5_1_grt	630	0	0
4_1_cts	592	0	0
[cells in the mapped netlist (all sizes together), types with 3 or more instances]
cell	number	area, um2
xnor2	81	709
a21oi	31	163
o21ai	13	65.1
xor2	50	438
buf	23	163
nand2	16	67.6
nor3b	4	46.3
nor2b	5	31.3
clkbuf	3	11.3
nand2b	11	68.8
nor2	55	214
nor3	19	105
inv	3	11.3
[stage by stage]
step	utilization	instance area [um2]	instances
floorplan	-	2340	341
global placement	0.350	5040	768
detailed placement	0.350	5040	768
CTS	0.350	5040	768
global route	0.350	5040	768
finish	0.350	5040	768
[kinds of logic after synthesis]
| logic type | after synthesis | synth area share |
|---|---|---|
| AND-OR/OR-AND | 56 | 0.144 |
| XOR/XNOR | 131 | 0.491 |
| buffers and inverters | 29 | 0.0792 |
| multiplexers | 1 | 0.00482 |
| AND/OR/NAND/NOR | 124 | 0.281 |
[placed cells by master (no fill, tap or decap), types with 2 or more instances in the layout]
master           instances
xnor2_1                 81
nand2b_1                11
a21oi_1                 29
xor2_1                  50
inv_1                    3
nor3_2                   2
nor2_1                  54
nor3b_1                  2
buf_2                    4
nor2b_1                  5
clkdlybuf4s50_1        256
and2_1                   2
o21ai_1                  3
nor3_1                  17
nand3_1                  2
nand2_1                 15
a21oi_2                  2
buf_4                    9
o21ai_0                 10
or3b_2                   2
[per-layer routing]
metal  part of all wire  routed length, um  up-vias
met3              0.082               1180        4
li1                   -                  -     1597
met2               0.49               7020      140
met5            0.00091                 13        -
met4             0.0032                 46        2
met1               0.43               6110     1434
[final cells by class]
type                       instances  area (um2)  share of cell area
tap                              184         230              0.0456
timing repair buffer             269        2650               0.525
multi-input combinational        312        2150               0.427
inverter                           3        11.3             0.00223
[final timing paths]
| kind | startpoint | to | slack [ns] | cells past startpoint |
|---|---|---|---|---|
| max | stage_num[0] | data_o[123] | 0.86 | 7 |
| min | data_i[9] | data_o[9] | 2.88 | 3 |
Power and IR drop assume default switching activity.
